$ cat /design/flow/design.v
module Alu(AluResult,Zero,DataIn1,DataIn2,AluCtrl);
	input  [31:0] 		DataIn1;		 
	input  [31:0]		DataIn2;		 
	input  [1:0]		AluCtrl;		 
	output reg[31:0]		AluResult;		 
	output reg				Zero;			 
	initial								 
	begin
		Zero = 0;
		AluResult = 0;
	end	
	always@(DataIn1 or DataIn2 or AluCtrl)
	begin
		if(AluCtrl == 0)
			AluResult = DataIn1+DataIn2;
		else
			if(AluCtrl == 1)
				AluResult = DataIn1-DataIn2;
			else
			    if(AluCtrl == 2)
					AluResult = DataIn1|DataIn2;
		if(AluResult == 0)
			Zero = 1;
		else
			Zero = 0;
	end
endmodule
$ cat /design/flow/constraint.sdc
current_design Alu

set clk_period 19.0
set clk_io_pct 0.2

create_clock -name clk0 -period $clk_period

set non_clock_inputs [all_inputs -no_clocks]
set_input_delay [expr $clk_period * $clk_io_pct] -clock clk0 $non_clock_inputs
set_output_delay [expr $clk_period * $clk_io_pct] -clock clk0 [all_outputs]
$ cat /design/flow/run.sh
#!/bin/bash
# OpenROAD 26Q1-2900-gdf79404cd8, Yosys 0.63+post, stock flow scripts
make -C /OpenROAD-flow-scripts/flow DESIGN_CONFIG=/design/flow/config.mk WORK_HOME=/design/flow/orfs finish
$ cat /design/flow/config.mk
export PLATFORM = sky130hd
export DESIGN_NAME = Alu
export DESIGN_NICKNAME = Alu
export VERILOG_FILES = /design/flow/design.v
export SDC_FILE = /design/flow/constraint.sdc
export NUM_CORES = 4
export LEC_CHECK = 1
export CORE_UTILIZATION = 30
==> summary.txt <==
On the backend side, the flow ran end to end.

The flow ran to the end, and the final reports show no timing, DRC or antenna violations. The OpenROAD report gives the critical path a required time of 15200 ps. In the synthesized netlist, the number of instances is 758. The proportion of register bits with asynchronous set or reset after synthesis stands at 0. The average detailed-routed wire length per instance stands at 16.8 µm. The most used flip-flop cell after synthesis is sky130_fd_sc_hd__dlxtn_1.

The synthesis-to-finish area growth stands at 20.2%. Entering global routing, the biggest net connects 45 pins. The global placement routability congestion stands at 0.960. The first-pass GRT wire length stands at 27.1 mm. The register with the most flip-flops in the layout has 32 of them. The via count of the first global-routing pass stands at 5178. The total internal power stands at 0.0000779 W.

The critical path in this run is classified as in -> out. In this run the count of I/O pins placed on the die edge is 99. After layout, the minimum clock period comes to 12950 ps. The timer found 32 register pins that no clock reaches; their paths are not timed. For reference, the final report shows the hold violation count at 0. The total via count after detailed routing stands at 5550. The total power divided by cell area stands at 28.0 mW/mm². The max-cap violation count stands at 0. The summed negative setup slack over all endpoints stands at 0 ps. The min-delay analysis places its worst path in the category in -> out. The fmax stands at 77.2 MHz. The number of cells reported by Yosys stat comes to 758. The flip-flop and latch count after synthesis stands at 32.

Following the worst setup path forward leads to its endpoint at Zero. The tightest hold path in the finished design has a slack of 8960 ps. The final period utilization stands at 0.681. The number of gates resized after CTS stands at 0.

In the post-route analysis, the smallest setup slack over all paths is 6050 ps. The detailed-route DRC error count stands at 0. The wire-length estimate of the detail-placed layout is 14.2 mm.

In the synthesis report, Yosys lists the chip area as 0.00531 mm². In this run, synthesis inferred 0 flip-flops with an integrated enable. The post-detailed-routing wire length stands at 17.6 mm. The number of antenna violations at the first check in global routing came to 0. For the pin with the worst max-slew slack, the measured transition is 740 ps.

The worst setup path is launched from a primary input. The share of the core area taken by cells at floorplan is 0.307. From bottom edge to top edge, the die measures 135 µm. STA classifies the critical path endpoint as a primary output. The number of setup violations in the final report stands at 0.

The arrival time at the worst endpoint stands at 9150 ps. The core region is 0.0173 mm². The layout summary lists the proportion of cells stronger than drive strength 1 as 0.0280.

For this run, the total global-route usage over all layers was measured as 0.192. Dividing the detail-routed via count by the number of cells gives 5.31. The power report attributes to the sequential group a share of 0.046. The synthesis report lists the Yosys warning total as 1. Per the OpenROAD power report, switching power amounts to 0.000101 W. A synthesized cell averages 7.01 µm².

The maximum fanout along the worst path stands at 44. The floorplan has 48 rows. Setup repair after global routing left no endpoint under its margin.

Antenna repair during routing inserted a diode count of 0. The switching fraction of total power stands at 0.564. The share of total power dissipated in combinational logic is 0.954. The area of the chip stands at 0.0182 mm². OpenSTA, run right after detailed placement, puts the worst setup slack at 6110 ps. The worst voltage drop across the vdd grid stands at 0.0113 mV. The count of endpoints without a timing constraint stands at 64. Global routing finished with a remaining overflow of 0. The total leakage power stands at 2.89 nW. The detailed router finished its first iteration with 425 violations.

The power report attributes to the clock group a share of 0. The cell area that synthesis handed to floorplanning was 0.00531 mm². The post-CTS repair timing setup buffer count stands at 0.

The total tool warning count stands at 94. The launch point of the critical path was reported as AluCtrl[0]. The count of different cell masters after synthesis stands at 77. Per the post-route antenna check, the number of violating nets is 0.

Max-slew check failures listed in the final report amount to 0. The count of input and output buffers stands at 99. Before antenna repair, the detailed router went through 5 iterations. The horizontal die dimension reported for this design is 135 µm. The post-CTS hold buffer count recorded in the log is 0.

Overall power consumption after layout is estimated at 0.000179 W. The total of fill cells in the finished design stands at 1890. The relative slew slack stands at 0.502.
cell type report:
cell class                 count  area, µm²  area share
multi-input combinational    588       4220       0.661
timing repair buffer         103       1020       0.160
sequential                    32        480      0.0752
inverter                      98        382      0.0598
tap                          225        282      0.0441
how the worst min path moves through the flow:
stage	start	cells after the start	end
after CTS	AluCtrl[1]	4	Zero
after global routing	AluCtrl[1]	4	Zero
final	AluCtrl[1]	4	Zero
worst max-delay path, stage by stage:
cell                              delay, ps
sky130_fd_sc_hd__clkdlybuf4s50_1        450
sky130_fd_sc_hd__buf_4                  450
sky130_fd_sc_hd__inv_2                  410
sky130_fd_sc_hd__nor3_1                 260
sky130_fd_sc_hd__a211oi_1                80
sky130_fd_sc_hd__xnor2_1                160
sky130_fd_sc_hd__mux2i_1                100
sky130_fd_sc_hd__or4_1                  530
sky130_fd_sc_hd__or4_1                  410
sky130_fd_sc_hd__or4_1                  500
sky130_fd_sc_hd__or4b_1                 510
sky130_fd_sc_hd__or4_1                  550
sky130_fd_sc_hd__nor4_2                 250
sky130_fd_sc_hd__o2111a_1               220
sky130_fd_sc_hd__clkdlybuf4s50_1        450
stage by stage:
stage,area [µm²],std cells,util
after floorplan,5310,758,-
after global placement,6390,1046,0.369
after detailed placement,6390,1046,0.369
after CTS,6390,1046,0.369
after global routing,6390,1046,0.369
final,6390,1046,0.369
power groups by stage:
stage | Combinational, W | Clock, W | Sequential [W]
5_1_grt | 0.000188 | 0 | 0.00000847
4_1_cts | 0.000169 | 0 | 0.00000832
6_report | 0.000171 | 0 | 0.00000823
layer usage:
layer	wire, µm	global-route usage
met5	0	0
met4	257	0.0287
met3	1110	0.0161
met2	8340	0.335
met1	7870	0.263
placed cells by master (no fill, tap or decap), drive strengths merged, types with 3 or more instances in the layout:
| master | n |
|---|---|
| or4 | 9 |
| nand3 | 17 |
| a311oi | 7 |
| a211oi | 12 |
| nand3b | 3 |
| inv | 97 |
| xnor2 | 21 |
| a21oi | 71 |
| a21o | 11 |
| a31oi | 3 |
| o21bai | 6 |
| nand4 | 5 |
| o31a | 4 |
| o22ai | 7 |
| o211ai | 9 |
| xor2 | 5 |
| nor4 | 16 |
| o31ai | 10 |
| o21a | 5 |
| and4 | 4 |
| a21boi | 5 |
| dlxtn | 32 |
| nand2 | 54 |
| nor2b | 17 |
| nor2 | 54 |
| nor3 | 22 |
| o21ai | 55 |
| ha | 94 |
| a2111oi | 5 |
| clkdlybuf4s50 | 99 |
| buf | 4 |
| and3 | 4 |
| mux2i | 16 |
cell usage after synthesis (5+ instances only):
library cell	count	area, µm²
sky130_fd_sc_hd__a211oi_1	12	90.1
sky130_fd_sc_hd__a21o_1	11	82.6
sky130_fd_sc_hd__a21oi_1	70	350
sky130_fd_sc_hd__a311oi_1	7	61.3
sky130_fd_sc_hd__buf_6	7	78.8
sky130_fd_sc_hd__clkbuf_1	26	97.6
sky130_fd_sc_hd__dlxtn_1	32	480
sky130_fd_sc_hd__ha_1	94	1180
sky130_fd_sc_hd__inv_1	96	360
sky130_fd_sc_hd__mux2i_1	16	160
sky130_fd_sc_hd__nand2_1	54	203
sky130_fd_sc_hd__nand3_1	17	85.1
sky130_fd_sc_hd__nand4_1	5	31.3
sky130_fd_sc_hd__nor2_1	54	203
sky130_fd_sc_hd__nor2b_1	16	100
sky130_fd_sc_hd__nor3_1	22	110
sky130_fd_sc_hd__nor4_1	15	93.8
sky130_fd_sc_hd__o211ai_1	9	67.6
sky130_fd_sc_hd__o21a_1	5	37.5
sky130_fd_sc_hd__o21ai_0	49	245
sky130_fd_sc_hd__o21ai_1	5	25.0
sky130_fd_sc_hd__o21bai_1	6	45.0
sky130_fd_sc_hd__o22ai_1	7	43.8
sky130_fd_sc_hd__o31ai_1	10	75.1
sky130_fd_sc_hd__or4_1	8	60.1
sky130_fd_sc_hd__xnor2_1	21	184
sky130_fd_sc_hd__xor2_1	5	43.8
kinds of logic (layout without fill, tap and decap cells):
kind of cell / count (synthesis) / after routing / synth area share
AND-OR/OR-AND: 232 / 232 / 0.281
XOR/XNOR: 26 / 26 / 0.0429
adder cells (fa/ha/maj): 96 / 96 / 0.229
buffers and inverters: 138 / 201 / 0.115
latches: 32 / 32 / 0.0905
multiplexers: 17 / 17 / 0.0323
AND/OR/NAND/NOR: 217 / 217 / 0.209
Power and IR drop assume default switching activity.
